==> /design/flow/design.v <==
`timescale 1ns / 1ps
module register_file(
    input clk,
    input reset,
    input write_en,
    input [4:0] data_address1,
    input [4:0] data_address2,
    output reg [31:0] data_out1,
    output reg [31:0] data_out2,
    input [4:0] write_address,
    input [31:0] write_data,
    output reg access_error
    );
    reg [31:0] data_register [31:0];
    integer i;
    always @(posedge clk) begin
        access_error <= 1'b0;
        if (reset == 1) begin
            for (i=0; i<31; i=i+1) begin
                data_register[i] <= {32{1'b0}};
            end
            data_out1 <= {32{1'bx}};
            data_out2 <= {32{1'bx}};
        end
        else begin
            if ((data_address1==5'b0)|(data_address2==5'b0))
                access_error <= 1'b1;
            else begin 
                data_out1 <= data_register[data_address1];
                data_out2 <= data_register[data_address2];
                if (write_en)
                    data_register[write_address] <= write_data;
                else
                    data_register[write_address] <= data_register[write_address];
            end
        end 
    end
endmodule
==> /design/flow/run.sh <==
#!/bin/bash
# OpenROAD 26Q1-2900-gdf79404cd8, Yosys 0.63+post, stock flow scripts
make -C /OpenROAD-flow-scripts/flow DESIGN_CONFIG=/design/flow/config.mk WORK_HOME=/design/flow/orfs finish
==> /design/flow/config.mk <==
export PLATFORM = sky130hd
export DESIGN_NAME = register_file
export DESIGN_NICKNAME = register_file
export VERILOG_FILES = /design/flow/design.v
export SDC_FILE = /design/flow/constraint.sdc
export NUM_CORES = 4
export LEC_CHECK = 1
export CORE_UTILIZATION = 40
==> /design/flow/constraint.sdc <==
current_design register_file

set clk_period 6.9
set clk_io_pct 0.2

create_clock -name clk0 -period $clk_period [get_ports {clk}]

set non_clock_inputs [all_inputs -no_clocks]
set_input_delay [expr $clk_period * $clk_io_pct] -clock clk0 $non_clock_inputs
set_output_delay [expr $clk_period * $clk_io_pct] -clock clk0 [all_outputs]
==> impl_metrics.py <==
# Auto-generated metrics
metrics = {
    "worst_setup_path": {
        "critPathLaunchType": "input pin",
        "r2r_setup_slack_ns": 4.65,
        "regToRegEndpoint": "data_out1[6]",
        "crit_top_cell": "buf_4",
        "cp_cell_sequence": "clkdlybuf4s50_1 > buf_4 > or4_1 > o22a_1 > nand4b_2 > nor2_4 > or2_2 > buf_4",
        "critical-path-top-delay-family": "buffers and inverters",
        "rr_startpoint": "data_register[26][6]",
        "cp_slowest_cell": "clkdlybuf4s50_1",
        "worst-path-buf-inv": 3,
        "r2r_cells": 5,
        "crit_type": "input pin to register",
        "critPathMaxStageDelay_ns": 0.76,
        "cp_max_fo": 24,
        "crit_arrival_ns": 5.12,
        "end_kind": "register",
        "critical_path_required_ns": 7.28,
    },
    "timing": {
        "maxSlewHeadroom_pct": 39.7,
        "worstMarginPinSlew_ns": 0.905,
        "fmax_ghz": 0.211,
        "tns_ns": 0,
        "period_used_pct": 68.7,
        "layout_setup_ws_ns": 2.16,
        "clock_skew_ns": 0.0312,
        "setup_violations": 0,
        "rsz0062_at_grt": "false",
        "hold_viol": 0,
        "slew_viol_final": 0,
        "period_minus_slack_ns": 4.74,
    },
    "drt": {
        "dr_total_vias": 38200,
        "drtPass1Iterations": 5,
        "drt_iter0_drc": 2625,
        "wl_per_cell_um": 31.3,
        "routed_via_density": 5.87,
        "drc_errors": 0,
        "ant_nets": 0,
        "routed_wl_um": 204000,
    },
    "clock_network": {
        "clk_pin_slew_ns": 0.06,
        "post_cts_resized": 0,
        "cts_root_buf": "clkbuf_16",
        "clockBufferDepth": 3,
        "numClockSinks": 1089,
        "cts_hold_buf": 0,
        "cts_tree": "yes",
        "post_cts_buffers": 0,
        "htreeDepth": 3,
        "worstSkewPairLatency_ns": 0.78,
        "cts_buffers": 120,
    },
    "floorplan": {
        "core_area_sq_um": 142000,
        "chipArea_sq_um": 145000,
        "fp.dieW_um": 381,
        "fp_util_pct": 40.4,
        "fp-row-count": 138,
        "die_h_um": 381,
        "ios": 115,
    },
    "finish": {
        "drive_gt1_share_pct": 8.83,
        "synthToLayoutAreaGrowth_pct": 11.9,
        "logic_area_sq_um": 23000,
        "final_util_pct": 45.2,
        "ff_latch_area_sq_um": 32700,
        "nFillCells": 12400,
    },
    "synth": {
        "area_leaders": "edfxtp_1, mux2i_1, and2_1, a22oi_1, nand3_1",
        "top_area_cell": "edfxtp_1",
        "top_area_share_pct": 57.0,
        "yosysChipArea_sq_um": 57300,
        "ys_seq_share_pct": 57.0,
        "synth_cell_types": 34,
        "synth_cells": 4548,
        "ys_warn_count": 1,
        "flop_cell": "edfxtp_1",
        "async_reset_ff_share_pct": 0,
        "most_common_cell": "edfxtp_1",
        "syn_area_sq_um": 57300,
        "yosys-top-cells-count": "edfxtp_1, mux2i_1, and2_1, a22oi_1, clkbuf_1",
        "ys.flops": 1089,
        "edf_count": 1088,
        "synth_area_per_cell_sq_um": 12.6,
        "ys_cells": 4548,
    },
    "place": {
        "portBuffers": 114,
        "dp_hpwl_um": 119000,
        "pre_cts_ws_ns": 1.52,
        "gp_congestion": 0.930,
    },
    "grt": {
        "overflow": 0,
        "groute.usage.overall_pct": 29.8,
        "grt_max_degree": 91,
        "grt_pass1_vias": 39000,
        "antenna_found_initial": 15,
        "grt_pass1_wl_um": 286000,
    },
    "hold_path": {
        "hold_depth": 4,
        "holdPathEnd": "data_out1[18]",
        "min_from": "data_register[6][18]",
        "hold_class": "register to register",
    },
    "power_and_ir_drop": {
        "p_leak_uw": 0.0244,
        "pwr-share-comb_pct": 11.4,
        "intPower_uw": 11700,
        "sw_frac_of_total_pct": 25.8,
        "power.net_switching_uw": 4070,
        "power_density_nw_per_um2": 245,
        "power_frac_seq_pct": 50.2,
        "clock_power_share_pct": 38.4,
        "peakVddDrop_mv": 0.244,
    },
    "job": {
        "warnings": 26,
        "drv_cap": 0,
    },
    "status": {
        "outcome": "completed",
    },
}
[final cells by class]
class / count / area share [%]
Timing Repair Buffer: 275 / 3.87
Sequential cell: 1089 / 50.9
Clock inverter: 69 / 0.729
Antenna cell: 15 / 0.0585
Multi-Input combinational cell: 3012 / 35.8
Inverter: 1 / 0.00975
Clock buffer: 153 / 4.90
Tap cell: 1890 / 3.68
[worst max path at each step]
| stage | startpoint | endpoint | slack, ns | cells after the start |
|---|---|---|---|---|
| finish | data_address1[4] | data_register[29][7] | 2.16 | 8 |
| global route | data_address1[4] | data_register[1][2] | 2.05 | 9 |
| CTS | data_address1[4] | data_register[1][8] | 2.33 | 9 |
[worst min-delay path: stages (launching register included)]
cell	delay, ns
edfxtp_1	0.34
mux2i_1	0.08
nand2_1	0.07
nand3_1	0.07
nand3_1	0.08
[cell usage in the layout, fill, tap and decap left out, types with 3 or more instances in the layout]
cell type / n
edfxtp_1: 1088
mux2i_1: 1024
and2_1: 992
a22oi_1: 446
nand3_1: 228
buf_4: 151
clkbuf_16: 121
clkdlybuf4s50_1: 112
nand2_1: 68
a21oi_1: 66
nand4_1: 39
nor2_4: 35
or2_2: 32
clkbuf_1: 32
clkinv_1: 32
clkinv_2: 26
and3_1: 25
a31oi_1: 25
diode_2: 15
buf_12: 10
nor2b_4: 7
bufinv_16: 4
nand3b_1: 3
[cell families (layout without fill, tap and decap cells)]
group / Yosys count / in the layout / synth area share (%)
AND-OR/OR-AND: 538 / 538 / 6.70
AND/OR/NAND/NOR: 1450 / 1450 / 15.0
other: 0 / 15 / 0
buffers and inverters: 447 / 498 / 3.44
flip-flops: 1089 / 1089 / 57.0
multiplexers: 1024 / 1024 / 17.9
[through the flow]
stage	hold WS (ns)	area, sq um	cells	total power, uW
after floorplan	0.648	57300	4548	8940
after global placement	0.730	60500	6267	9800
after detailed placement	0.730	60500	6267	9810
after CTS	0.743	64100	6489	15800
after global routing	0.779	64200	6496	16200
final	0.730	64200	6504	15800
[metal layers]
layer  vias to the layer above  GRT usage (%)  routed length (um)
met5                         -           2.41                 403
met4                         8           11.4                9510
met3                       388           18.0               29300
met2                      2201           41.9               89100
met1                     18700           38.5               75200
li1                      16800              -                   -
[flip-flops by register name, indices dropped and copies added, names as in the netlist]
| register | flops |
|---|---|
| data_register | 1024 |
| data_out1 | 32 |
| data_out2 | 32 |
| access_error | 1 |
[power by group through the flow]
| stage | sequential (uW) | combinational, uW | clock (uW) |
|---|---|---|---|
| CTS | 7900 | 1780 | 6120 |
| global route | 7950 | 1890 | 6380 |
| finish | 7900 | 1800 | 6050 |
No activity file was given, so power comes from the tool's default toggle rates.
