### /design/flow/design.v
`timescale 1ns / 1ps
module alu(
    input [31:0] in1,
    input [31:0] in2,
    input [5:0] alu_funct,
    output reg [31:0] out,
    output reg overflow_exception,
    output reg zero_flag
    );
    always @(*) begin
        out = 32'b0;
        overflow_exception = 1'b0;
        case (alu_funct) 
            000000 : out = in1 << in2;  
            000010 : out = in1 >> in2;  
            000011 : out = (in1 >> in2)|(in1 << in2);  
            000100 : out = in1 << in2 [4:0];  
            000110 : out = in1 >> in2[4:0];  
            001000 : out = in1;  
            001001 : out = in1;  
            100000 : begin
                     {overflow_exception, out} = in1 + in2; 
                     end  
            100001 : {overflow_exception, out} = in1 + in2;  
            100010 : begin
                     {overflow_exception, out} = in1 - in2; 
                     end   
            100011 : {overflow_exception, out} = in1 - in2;  
            100100 : out = in1&in2;  
            100101 : out = in1|in2;  
            100110 : out = in1^in2;  
            100111 : out = ~(in1|in2);  
            101010 : out = (in1 < in2) ? 1 : 0;  
            101011 : out = (in1 < in2) ? 1 : 0;  
            default : out = 32'bx;
        endcase
        zero_flag = (out == 32'b0) ? 1'b1: 1'b0;
    end
endmodule
### /design/flow/run.sh
#!/bin/bash
# OpenROAD 26Q1-2900-gdf79404cd8, Yosys 0.63+post, stock flow scripts
make -C /OpenROAD-flow-scripts/flow DESIGN_CONFIG=/design/flow/config.mk WORK_HOME=/design/flow/orfs finish
### /design/flow/config.mk
export PLATFORM = sky130hd
export DESIGN_NAME = alu
export DESIGN_NICKNAME = alu
export VERILOG_FILES = /design/flow/design.v
export SDC_FILE = /design/flow/constraint.sdc
export NUM_CORES = 4
export LEC_CHECK = 1
export CORE_UTILIZATION = 40
### /design/flow/constraint.sdc
current_design alu

set clk_period 8.6
set clk_io_pct 0.2

create_clock -name clk0 -period $clk_period

set non_clock_inputs [all_inputs -no_clocks]
set_input_delay [expr $clk_period * $clk_io_pct] -clock clk0 $non_clock_inputs
set_output_delay [expr $clk_period * $clk_io_pct] -clock clk0 [all_outputs]
==> results_slide.txt <==
Key Metrics from the Run

Outcome
  – Status: completed

Synth
  – Post-synth top area share: 0.326
  – Number of distinct library cells after synthesis: 65
  – Cell type with the largest total area: mux4_2
  – Seq/Total Area, Yosys: 0
  – Cell total in the yosys stat output: 480
  – Avg Cell Area, Syn: 8.78 um2
  – Area reported by Yosys stat: 4210 um2
  – Top cells by area, synth: mux4_2, mux2i_1, mux2_2, nand2_1, o211ai_1
  – Cells after synthesis: 480
  – Most common cell in the synthesized netlist: mux4_2
  – Post-Syn Area: 4210 um2
  – YS warnings: 1
  – Synth cell count leaders: mux4_2, nand2_1, mux2i_1

Final layout
  – Core Util, Final: 0.505
  – Register Area: 0 um2
  – Area grow syn2layout: 23.3%
  – Final cell count without fillers: 671
  – Flops: 0
  – Layout clock buffer count: 0
  – Layout cell share with drive strength beyond 1: 0.204

Global routing
  – Number of global-route vias before repair: 4518
  – Gr ovfl total: 0
  – Total GRT Usage: 0.307
  – Global-route wire length before repair: 25.6 mm
  – Initial antenna violation count: 0
  – Largest net degree at the start of global routing: 49

STA
  – Worst Tran Pin Value: 0.728 ns
  – Final Max Tran Viols: 0
  – Setup TNS: 0 ns
  – Final Hold Viols: 0
  – RSZ-0062 raised after global routing: no
  – Slew HR: 0.513
  – Post-layout period usage: 0.839
  – Final setup fails: 0
  – Period minus WS final: 7.21 ns
  – F_max: 139 MHz

Placement
  – HPWL after DPL: 12.4 mm
  – Dpl cells: 671
  – Final GP Congestion: 1.02
  – IO buf count: 103

Worst hold path
  – Hold Path Class: in2out

CTS
  – Post-CTS setup buffers: 0
  – CTS Hold Buffers Added: 0
  – Post_cts resized: 0

Setup path
  – Arrival time at the worst endpoint: 5.49 ns
  – Cells along the critical path: buf_2 -> buf_4 -> buf_4 -> mux4_2 -> mux2i_1 -> mux2i_1 -> a221oi_1 -> nor3_1 -> nor4_1 -> nand4_1 -> nor3_2 -> clkdlybuf4s50_1
  – CP Capture Type: output pin
  – CP required: 6.88 ns
  – Slowest CP cell: clkdlybuf4s50_1
  – Top cell family by delay on the critical path: buffers and inverters
  – Worst setup SP type: input port
  – Worst path bufs/invs: 4
  – Max Fanout on Critical Path: 35
  – Critical path's largest stage delay: 0.47 ns
  – Kind of critical path: in2out

Floorplanning
  – FP Util: 0.410
  – Core area: 10300 um2
  – Num rows: 37
  – Die Area: 10900 um2
  – I/O pins: 104
  – Die H: 105 um
  – Die span in x: 105 um

Drt
  – Vias: 4708
  – DRT Wirelength: 16.2 mm
  – Wire per inst: 24.2 um
  – Drc violations: 0
  – Antenna-violating nets left: 0
  – 1st-pass router iterations: 5
  – Avg Vias per Cell: 7.02
  – Ant. Diodes: 0
  – Drt first-iter violations: 416

Power
  – Lkg Pwr: 0.00173 uW
  – Tot Pwr: 262 uW
  – Pwr/cell area: 50.5 nW/um2
  – VDD IR max: 37.1 uV

Flow run
  – OpenROAD warning count: 32
  – Max_cap viols: 0
[layer usage]
metal  GRT usage  vias to the layer above  wire length [um]
li1            -                     2102                 -
met1       0.468                     2283              6900
met2       0.463                      298              7240
met3      0.0712                       25              1740
met4      0.0573                        0               328
met5           0                        -                 0
[per-stage QoR]
step / worst slack [ns] / hold slack (ns) / cell area [um2]
floorplan: 2.96 / 3.59 / 4210
global placement: 1.41 / 4.53 / 5190
detailed placement: 1.40 / 4.53 / 5190
CTS: 1.41 / 4.53 / 5190
global route: 1.13 / 4.66 / 5190
finish: 1.39 / 4.52 / 5190
[path summary, 6_finish.rpt]
path | from | to | slack (ns) | depth (start not counted)
setup / recovery | in2[2] | zero_flag | 1.39 | 12
hold / removal | in2[2] | out[31] | 4.52 | 5
[area by class of cell]
class                           instances  area (um2)
Timing Repair Buffer                  116        1120
Multi-Input combinational cell        413        3880
Fill cell                             977        5080
Tap cell                              136         170
Inverter                                6        22.5
[cell families (layout without fill, tap and decap cells)]
group,after synthesis,count (layout),share of synthesized area
AND/OR/NAND/NOR,147,147,0.176
AND-OR/OR-AND,134,134,0.236
buffers and inverters,67,122,0.0796
multiplexers,131,131,0.507
other,1,1,0.000890
[where the power goes]
part           leakage [uW]  internal [uW]  switching, uW
registers                 0              0              0
clock network             0              0              0
logic               0.00173            127            135
[layout by cell type (no fill, tap or decap), types with 4 or more instances in the layout]
master	instances
and2_1	10
nor3_1	9
buf_4	15
and3_1	6
mux2_2	19
a311oi_1	9
nand2_1	51
a211oi_1	6
nand3_1	16
inv_1	4
o22ai_1	7
o21ai_0	11
a31oi_1	5
a21oi_1	20
nor2b_1	6
o211ai_1	17
a221oi_1	12
a32oi_1	5
nor2_1	18
nor4_1	14
mux2i_1	48
o31a_1	5
clkdlybuf4s50_1	100
mux4_2	61
Power and IR drop assume default switching activity.
